--- design.v ---
module pr_8259 (
	priority_rotate,
	interrupt_mask,
	interrupt_special_mask,
	special_fully_nest_config,
	highest_level_in_service,
	interrupt_request_register,
	in_service_register,
	interrupt );
	input wire [2:0] priority_rotate;
	input wire [7:0] interrupt_mask;
	input wire [7:0] interrupt_special_mask;
	input wire special_fully_nest_config;
	input wire [7:0] highest_level_in_service;
	input wire [7:0] interrupt_request_register;
	input wire [7:0] in_service_register;
	output wire [7:0] interrupt;
	wire [7:0] masked_interrupt_request;
	assign masked_interrupt_request = interrupt_request_register & ~interrupt_mask;
	wire [7:0] masked_in_service;
	assign masked_in_service = in_service_register & ~interrupt_special_mask;
	wire [7:0] rotated_request;
	reg [7:0] rotated_in_service;
	wire [7:0] rotated_highest_level_in_service;
	reg [7:0] priority_mask;
	wire [7:0] rotated_interrupt;
	function [7:0] rotate_right;
		input [7:0] source;
		input [2:0] rotate;
		case (rotate)
			3'b000: rotate_right = {source[0], source[7:1]};
			3'b001: rotate_right = {source[1:0], source[7:2]};
			3'b010: rotate_right = {source[2:0], source[7:3]};
			3'b011: rotate_right = {source[3:0], source[7:4]};
			3'b100: rotate_right = {source[4:0], source[7:5]};
			3'b101: rotate_right = {source[5:0], source[7:6]};
			3'b110: rotate_right = {source[6:0], source[7]};
			3'b111: rotate_right = source;
			default: rotate_right = source;
		endcase
	endfunction
	assign rotated_request = rotate_right(masked_interrupt_request, priority_rotate);
	assign rotated_highest_level_in_service = rotate_right(highest_level_in_service, priority_rotate);
	always @(*) begin
		rotated_in_service = rotate_right(masked_in_service, priority_rotate);
		if (special_fully_nest_config == 1'b1)
			rotated_in_service = (rotated_in_service & ~rotated_highest_level_in_service) | {rotated_highest_level_in_service[6:0], 1'b0};
	end
	always @(*) begin
		if (rotated_in_service[0] == 1'b1)
			priority_mask = 8'b00000000;
		else if (rotated_in_service[1] == 1'b1)
			priority_mask = 8'b00000001;
		else if (rotated_in_service[2] == 1'b1)
			priority_mask = 8'b00000011;
		else if (rotated_in_service[3] == 1'b1)
			priority_mask = 8'b00000111;
		else if (rotated_in_service[4] == 1'b1)
			priority_mask = 8'b00001111;
		else if (rotated_in_service[5] == 1'b1)
			priority_mask = 8'b00011111;
		else if (rotated_in_service[6] == 1'b1)
			priority_mask = 8'b00111111;
		else if (rotated_in_service[7] == 1'b1)
			priority_mask = 8'b01111111;
		else
			priority_mask = 8'b11111111;
	end
	function [7:0] resolve_priority;
		input [7:0] request;
		if (request[0] == 1'b1)
			resolve_priority = 8'b00000001;
		else if (request[1] == 1'b1)
			resolve_priority = 8'b00000010;
		else if (request[2] == 1'b1)
			resolve_priority = 8'b00000100;
		else if (request[3] == 1'b1)
			resolve_priority = 8'b00001000;
		else if (request[4] == 1'b1)
			resolve_priority = 8'b00010000;
		else if (request[5] == 1'b1)
			resolve_priority = 8'b00100000;
		else if (request[6] == 1'b1)
			resolve_priority = 8'b01000000;
		else if (request[7] == 1'b1)
			resolve_priority = 8'b10000000;
		else
			resolve_priority = 8'b00000000;
	endfunction
	assign rotated_interrupt = resolve_priority(rotated_request) & priority_mask;
	function [7:0] rotate_left;
		input [7:0] source;
		input [2:0] rotate;
		case (rotate)
			3'b000: rotate_left = {source[6:0], source[7]};
			3'b001: rotate_left = {source[5:0], source[7:6]};
			3'b010: rotate_left = {source[4:0], source[7:5]};
			3'b011: rotate_left = {source[3:0], source[7:4]};
			3'b100: rotate_left = {source[2:0], source[7:3]};
			3'b101: rotate_left = {source[1:0], source[7:2]};
			3'b110: rotate_left = {source[0], source[7:1]};
			3'b111: rotate_left = source;
			default: rotate_left = source;
		endcase
	endfunction
	assign interrupt = rotate_left(rotated_interrupt, priority_rotate);
endmodule
--- run.sh ---
#!/bin/bash
# OpenROAD 26Q1-2900-gdf79404cd8, Yosys 0.63+post, stock flow scripts
make -C /OpenROAD-flow-scripts/flow DESIGN_CONFIG=/design/flow/config.mk WORK_HOME=/design/flow/orfs finish
--- config.mk ---
export PLATFORM = sky130hd
export DESIGN_NAME = pr_8259
export DESIGN_NICKNAME = pr_8259
export VERILOG_FILES = /design/flow/design.v
export SDC_FILE = /design/flow/constraint.sdc
export NUM_CORES = 4
export LEC_CHECK = 1
export CORE_AREA = 10 10 110 110
export DIE_AREA = 0 0 120 120
--- constraint.sdc ---
current_design pr_8259

set clk_period 7.7
set clk_io_pct 0.2

create_clock -name clk0 -period $clk_period

set non_clock_inputs [all_inputs -no_clocks]
set_input_delay [expr $clk_period * $clk_io_pct] -clock clk0 $non_clock_inputs
set_output_delay [expr $clk_period * $clk_io_pct] -clock clk0 [all_outputs]
==> run_results.csv <==
group,metric,value,unit
final_timing,drv_slew,0,
logic_synthesis,synth.top_cell.area_share,6.10,%
global_routing,grt_pass1_wl,17300,µm
final_timing,hold_viol,0,
pwr,finalPower,0.000190,W
routing,antenna_left,0,
routing,antenna_cells,0,
logic_synthesis,synthTopCellsByCount,"a21oi_1, nor2_1, nand2_1, nand2b_1",
placement,dp_cells,531,
final_layout,drive_gt1_share,13.6,%
worst_hold_path,hold_path_class,"primary input to output port",
logic_synthesis,netlist_area,0.00263,mm²
final_layout,fill_cells,1035,
final_layout,flop_area,0,µm²
final_timing,period_needed,6870,ps
global_routing,first_global_vias,3176,
critical_path,critPathSlowestCell,"nor4_4",
final_layout,clkbuf_count,0,
die,die_height,120,µm
routing,drc,0,
routing,dr.pass1.iters,7,
logic_synthesis,ys_seq_share,0,%
critical_path,arrival,5330,ps
logic_synthesis,synth_cell_types,82,
routing,num_vias,3275,
final_timing,max_freq,146,MHz
pwr,p_per_area,60.4,mW/mm²
die,core,0.00977,mm²
final_timing,rsz0062_at_grt,"false",
logic_synthesis,topCellsByArea,"a21oi_1, mux2i_1, nand2b_1",
logic_synthesis,synth.most_common_cell,"a21oi_1",
critical_path,crit_required,6160,ps
final_timing,tns,0,ps
global_routing,antenna_found_initial,0,
placement,numPortBuffers,52,
logic_synthesis,synth_warnings,1,
final_layout,stdcell_count,531,
die,fp_util,26.9,%
status,outcome,"finished clean",
routing,drt_iter0_markers,402,
routing,wl_per_cell,19.8,µm
pwr,vdd_drop_max,0.0207,mV
routing,wirelength,10500,µm
final_timing,fin_crit_sh,89.2,%
worst_hold_path,hold_path.startpoint,"priority_rotate[2]",
critical_path,cp-start-kind,"primary input",
die,dieWidth,120,µm
global_routing,grt-ovfl-total,0,
clock_network,hold_buffers,0,
flow_run,warnings,32,
clock_network,post-cts-setup-buffers,0,
global_routing,grt_use_total,14.3,%
placement,dpl_cell_area,0.00315,mm²
die,io_pins,52,
final_layout,syn_to_final_growth,19.9,%
logic_synthesis,yosys_area,0.00263,mm²
final_timing,setup_viol,0,
die,die_area,0.0144,mm²
global_routing,grt_max_degree,41,
die,num_rows,36,
routing,vias_per_cell,6.17,
final_layout,fin_area,0.00315,mm²
final_layout,seq_cell_count,0,
pwr,leakage,1.01,nW
placement,dp_hpwl,8010,µm
logic_synthesis,yosysCellCount,370,
clock_network,cts.repair.resized,0,
worst_hold_path,whs_path_depth,3,
final_timing,slew_headroom,52.1,%
critical_path,cpPeakStageDelay,610,ps
logic_synthesis,synth_cells,370,
critical_path,cp_max_fo,40,
critical_path,cp-end-kind,"output port",
critical_path,path_cells,"buf_2, buf_4, buf_4, nor2_1, o211ai_1, nand4_1, o211ai_1, nor4_4, nand3_4, nor3_1, a21oi_1, a21oi_1, clkdlybuf4s50_1",
final_timing,tightest_slew,716,ps
worst_hold_path,hold_end,"interrupt[6]",
logic_synthesis,postSynthAreaPerCell,7.10,µm²
logic_synthesis,yosys.area.top_type,"a21oi_1",
placement,gp_congestion,1.01,
flow_run,maxCapViolations,0,
critical_path,crit_type,"primary input to output port",
per-stage QoR:
stage | setup slack, ps | util, % | hold WS [ps]
final | 831 | 32.2 | 4070
after global routing | 551 | 32.2 | 4120
after CTS | 893 | 32.2 | 4070
after detailed placement | 893 | 32.2 | 4070
after global placement | 864 | 32.2 | 4060
after floorplan | 2370 | - | 3400
critical path: cells and delay by family:
kind                   cells  cell delay (ps)
AND/OR/NAND/NOR            5             1880
buffers and inverters      4             1290
AND-OR/OR-AND              4              600
metal layers:
metal  up-vias  routed length [µm]  track usage [%]  share of wire (%)
li1       1539                   -                -                  -
met1      1517                4550             20.2                 43
met2       200                4720             22.1                 45
met3        19                1030             2.62                9.8
met4         0                 228             3.17                2.2
met5         -                   0                0                  0
final cells by class:
| class | count | area, µm² | share of cell area [%] |
|---|---|---|---|
| inverters | 8 | 30.0 | 0.954 |
| multi-input cells | 327 | 2360 | 75.1 |
| well taps | 133 | 166 | 5.28 |
| repair buffers | 63 | 588 | 18.7 |
report_power, final:
group	internal (W)	total [W]	switching, W
clock network	0	0	0
registers	0	0	0
logic	0.0000829	0.000190	0.000107
total	0.0000829	0.000190	0.000107
worst max-delay path by stage:
stage / startpoint / to / slack [ps] / depth (start not counted)
global route: priority_rotate[1] / interrupt[5] / 550 / 12
finish: priority_rotate[1] / interrupt[5] / 830 / 13
CTS: priority_rotate[1] / interrupt[4] / 890 / 13
logic make-up (layout without fill, tap and decap cells):
kind of cell	after synthesis	after routing	share of synthesized area, %
multiplexers	19	19	9.24
AND-OR/OR-AND	151	151	42.1
buffers and inverters	43	71	10.0
AND/OR/NAND/NOR	157	157	38.7
placed cells by master, fill, tap and decap left out, types with 7 or more instances in the layout:
cell type / Yosys / final
a221oi_1: 7 / 7
nor2_1: 24 / 24
clkdlybuf4s50_1: 0 / 49
and2_1: 9 / 9
o211ai_1: 9 / 9
nand2b_1: 20 / 20
o21ai_0: 16 / 16
nor3_1: 8 / 8
a211oi_1: 8 / 8
a31oi_1: 8 / 8
nand2_1: 23 / 23
nand3_1: 7 / 7
or3b_2: 10 / 10
o22ai_1: 16 / 16
mux2i_1: 13 / 13
a21oi_1: 32 / 32
buf_4: 9 / 11
nand3b_1: 14 / 14
Power figures rest on the tool's default switching activity, not on a simulated workload.
