$ cat ./design.v
module int_req (
	clock,
	write_initial_command_word_1_reset,
	level_or_edge_toriggered_config,
	freeze,
	clear_interrupt_request,
	interrupt_request_pin,
	interrupt_request_register );
	input wire clock;
	input wire write_initial_command_word_1_reset;
	input wire level_or_edge_toriggered_config;
	input wire freeze;
	input wire [7:0] clear_interrupt_request;
	input wire [7:0] interrupt_request_pin;
	output reg [7:0] interrupt_request_register;
	reg [7:0] low_input_latch;
	wire [7:0] interrupt_request_edge;
	genvar _gv_ir_bit_no_1;
	generate
		for (_gv_ir_bit_no_1 = 0; _gv_ir_bit_no_1 <= 7; _gv_ir_bit_no_1 = _gv_ir_bit_no_1 + 1) begin : Request_Latch
			localparam ir_bit_no = _gv_ir_bit_no_1;
			always @(negedge clock)
				if (write_initial_command_word_1_reset)
					low_input_latch[ir_bit_no] <= 1'b0;
				else if (clear_interrupt_request[ir_bit_no])
					low_input_latch[ir_bit_no] <= 1'b0;
				else if (~interrupt_request_pin[ir_bit_no])
					low_input_latch[ir_bit_no] <= 1'b1;
				else
					low_input_latch[ir_bit_no] <= low_input_latch[ir_bit_no];
			assign interrupt_request_edge[ir_bit_no] = (low_input_latch[ir_bit_no] == 1'b1) & (interrupt_request_pin[ir_bit_no] == 1'b1);
			always @(negedge clock)
				if (write_initial_command_word_1_reset)
					interrupt_request_register[ir_bit_no] <= 1'b0;
				else if (clear_interrupt_request[ir_bit_no])
					interrupt_request_register[ir_bit_no] <= 1'b0;
				else if (freeze)
					interrupt_request_register[ir_bit_no] <= interrupt_request_register[ir_bit_no];
				else if (level_or_edge_toriggered_config)
					interrupt_request_register[ir_bit_no] <= interrupt_request_pin[ir_bit_no];
				else
					interrupt_request_register[ir_bit_no] <= interrupt_request_edge[ir_bit_no];
		end
	endgenerate
endmodule
$ cat ./run.sh
#!/bin/bash
# OpenROAD 26Q1-2900-gdf79404cd8, Yosys 0.63+post, stock flow scripts
make -C /OpenROAD-flow-scripts/flow DESIGN_CONFIG=/design/flow/config.mk WORK_HOME=/design/flow/orfs finish
$ cat ./config.mk
export PLATFORM = sky130hd
export DESIGN_NAME = int_req
export DESIGN_NICKNAME = int_req
export VERILOG_FILES = /design/flow/design.v
export SDC_FILE = /design/flow/constraint.sdc
export NUM_CORES = 4
export LEC_CHECK = 1
export CORE_AREA = 10 10 72 72
export DIE_AREA = 0 0 82 82
$ cat ./constraint.sdc
current_design int_req

set clk_period 1.3
set clk_io_pct 0.2

create_clock -name clk0 -period $clk_period [get_ports {clock}]

set non_clock_inputs [all_inputs -no_clocks]
set_input_delay [expr $clk_period * $clk_io_pct] -clock clk0 $non_clock_inputs
set_output_delay [expr $clk_period * $clk_io_pct] -clock clk0 [all_outputs]
==> flow_metrics.env <==
# implementation run metrics
export IMPL_critPathBufInv=1
export IMPL_cts_num_sinks=16
export IMPL_yosysWarningCount=1
export IMPL_cts_made_buffers=3
export IMPL_num_rows=22
export IMPL_yosys_area_um2=666.9
export IMPL_gr_total_overflow=0
export IMPL_maxCapViolCount=0
export IMPL_timing_final_ws_setup_ps=-341.8
export IMPL_fp_util=0.1808
export IMPL_p_int_mw=0.8957
export IMPL_tightest_slew_ps=135.6
export IMPL_status="finished with violations"
export IMPL_skew_ps=4.547
export IMPL_cts_tree="built"
export IMPL_cts_max_level=1
export IMPL_startpoint_type="flip-flop"
export IMPL_drtIter0Drc=14
export IMPL_synth_distinct_cells=10
export IMPL_ant_nets=0
export IMPL_chip_area_mm2=0.006724
export IMPL_wl_per_cell_um=11.69
export IMPL_end_kind="output port"
export IMPL_io_pins=28
export IMPL_design_core_area_mm2=0.003689
export IMPL_die_h_um=82
export IMPL_drt_pass1_iterations=4
export IMPL_antenna_found_initial=0
export IMPL_syn_to_final_growth_pct=79.74
export IMPL_grt_pass1_vias=773
export IMPL_diodes=0
export IMPL_synth_avg_cell_area_um2=9.665
export IMPL_setup_viol=8
export IMPL_die_width_um=82
export IMPL_power_density_mw_per_mm2=1046
export IMPL_insertion_delay_ps=320
export IMPL_hold_viol=0
export IMPL_grt_use_total=0.06523
export IMPL_slew_headroom=0.9086
export IMPL_p_leak_nw=0.5466
export IMPL_clockPowerShare=0.439
export IMPL_cp_slowest_cell="dfxtp_2"
export IMPL_numPlacedInstances=148
export IMPL_cts_path_max_buffers=2
export IMPL_clk_pin_slew_ps=30
export IMPL_ir_drop_mv=0.3634
export IMPL_drive_gt1_frac=0.4380
export IMPL_critPathKind="reg -> out"
export IMPL_hold_path_class="reg -> reg"
export IMPL_warning_count=44
export IMPL_slowest_delay_ps=310
export IMPL_cp_cell_sequence="buf_2"
export IMPL_path_max_fanout=2
export IMPL_violations="negative setup slack"
export IMPL_critPathArrivalTime_ps=1380
export IMPL_critPathTopFamily="flip-flops"
export IMPL_seq_power_share=0.417
export IMPL_place_gp_congestion=0.6742
export IMPL_via_per_inst=3.852
export IMPL_final_cells=169
export IMPL_port_buffers=27
export IMPL_postSynthSeqShare=0.4803
export IMPL_p_switching_mw=0.3582
export IMPL_cts_root_buf="clkbuf_8"
export IMPL_ys_cells=69
export IMPL_post_dp_cell_area_mm2=0.001070
export IMPL_ys_flops=16
export IMPL_fin_util=0.3250
export IMPL_rsz0062_at_grt="true"
export IMPL_fillCellCount=386
export IMPL_fin_area_mm2=0.001199
export IMPL_crit_required_ps=1040
export IMPL_vias=651
export IMPL_wl_mm=1.976
export IMPL_sw_frac_of_total=0.2857
export IMPL_grt_first_pass_wirelength_mm=3.505
export IMPL_synth_area_um2=666.9
export IMPL_syn_inst=69
export IMPL_hpwl_mm=1.416
export IMPL_grt_max_degree=10
export IMPL_drv_slew=0
export IMPL_drc=0
export IMPL_p_comb_frac=0.144
==> repair_timing <==
item,4_1_cts,5_1_grt
pin swaps,7,3
setup buffers,1,0
resized,61,17
gates cloned,2,0
hold buffers,0,0
endpoints found under the setup margin,24,17
==> worst reg2reg max path: stages, from the launching register on <==
cell and delay (ps):
dfxtp_1 330, o21ai_2 60, o21a_1 180, nor3_2 160
==> routing by layer <==
metal | routed length (um) | GRT usage
met3 | 138 | 0.03855
met1 | 780 | 0.06809
met2 | 1050 | 0.1089
met4 | 7 | 0.01871
met5 | 0 | 0
==> path summary, 6_finish.rpt <==
path / start / end / slack, ps / depth (start not counted)
max: interrupt_request_register[2] / interrupt_request_register[2] / -340 / 1
min: low_input_latch[5] / low_input_latch[5] / 460 / 2
max reg2reg: low_input_latch[1] / interrupt_request_register[1] / 490 / 3
min reg2reg: low_input_latch[5] / low_input_latch[5] / 460 / 2
==> synth_stat cells <==
cell type / instances / share of area
buf_2: 1 / 0.0075
buf_6: 2 / 0.034
o21a_1: 8 / 0.090
a211oi_1: 8 / 0.090
nor3_2: 8 / 0.12
dfxtp_1: 16 / 0.48
inv_1: 9 / 0.051
buf_8: 1 / 0.023
o21ai_0: 8 / 0.060
nand2_1: 8 / 0.045
==> stage by stage <==
step	TNS (ps)	worst slack, ps	total power [mW]	hold WS, ps
after floorplan	-1441	-155.7	0.6737	424.2
after global placement	-12140	-645.6	0.7783	441.7
after detailed placement	-12510	-673.9	0.7825	449.3
after CTS	-2765	-357.2	1.290	452.2
after global routing	-3020	-391.8	1.379	489.9
final	-2654	-341.8	1.254	456.8
==> state kept, by name, summed over array words and instances (netlist names) <==
| register | cells |
|---|---|
| low_input_latch | 8 |
| interrupt_request_register | 8 |
==> layout by cell type (no fill, tap or decap) <==
master	Yosys	layout
clkdlybuf4s15_2	0	1
a211oi_2	0	8
dfxtp_2	0	8
buf_12	0	2
dlymetal6s2s_1	0	4
clkinvlp_2	0	1
dlygate4sd2_1	0	6
clkbuf_2	0	2
buf_16	0	1
inv_1	9	24
o21ai_1	0	5
clkbuf_8	0	3
clkdlybuf4s50_1	0	4
buf_2	1	8
dfxtp_1	16	8
nor3_2	8	8
buf_6	2	2
nand2_1	8	8
buf_4	0	6
o21a_1	8	8
o21ai_2	0	2
o21ai_0	8	1
buf_8	1	1
==> logic make-up after synthesis <==
| group | count (synthesis) | share of synthesized area |
|---|---|---|
| AND/OR/NAND/NOR | 16 | 0.1651 |
| AND-OR/OR-AND | 24 | 0.2402 |
| buffers and inverters | 13 | 0.1144 |
| flip-flops | 16 | 0.4803 |
==> area by class of cell <==
| cell class | instances | area, um^2 | share of cell area |
|---|---|---|---|
| Tap cell | 48 | 60.06 | 0.05010 |
| Sequential cell | 16 | 330.3 | 0.2756 |
| Clock inverter | 17 | 65.06 | 0.05428 |
| Timing Repair Buffer | 37 | 354.1 | 0.2954 |
| Clock buffer | 3 | 41.29 | 0.03445 |
| Multi-Input combinational cell | 40 | 317.8 | 0.2651 |
| Inverter | 8 | 30.03 | 0.02505 |
==> power by group through the flow <==
stage	registers, mW	logic, mW	clock network, mW
4_1_cts	0.522	0.188	0.580
5_1_grt	0.524	0.199	0.656
6_report	0.523	0.181	0.550
Power and IR drop assume default switching activity.
